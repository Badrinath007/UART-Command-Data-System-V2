==> design.v <==
module uart_rx (
    input  wire       clk,
    input  wire       rst_n,
    input  wire       rx,
    input  wire       s_tick,
    output reg [7:0]  rx_data,
    output reg        rx_done,
    output reg        framing_err  
);
    localparam [2:0] ST_IDLE=3'd0, ST_START=3'd1, ST_DATA=3'd2, ST_STOP=3'd3, ST_DONE=3'd4;
    reg [2:0] state;
    reg [3:0] s_tick_cnt;
    reg [2:0] bit_cnt;
    reg [7:0] shift_reg;
    always @(posedge clk or negedge rst_n) begin
        if (!rst_n) begin
            state <= ST_IDLE; rx_done <= 0; framing_err <= 0;
        end else begin
            rx_done <= 0;
            case (state)
                ST_IDLE: if (!rx) begin state <= ST_START; s_tick_cnt <= 0; end
                ST_START: if (s_tick) begin
                    if (s_tick_cnt == 7) begin state <= ST_DATA; s_tick_cnt <= 0; bit_cnt <= 0; end
                    else s_tick_cnt <= s_tick_cnt + 1;
                end
                ST_DATA: if (s_tick) begin
                    if (s_tick_cnt == 15) begin
                        s_tick_cnt <= 0; shift_reg <= {rx, shift_reg[7:1]};
                        if (bit_cnt == 7) state <= ST_STOP;
                        else bit_cnt <= bit_cnt + 1;
                    end else s_tick_cnt <= s_tick_cnt + 1;
                end
                ST_STOP: if (s_tick) begin
                    if (s_tick_cnt == 15) begin
                        state <= ST_DONE;
                        framing_err <= (rx == 1'b0);  
                    end else s_tick_cnt <= s_tick_cnt + 1;
                end
                ST_DONE: begin rx_done <= 1; rx_data <= shift_reg; state <= ST_IDLE; end
            endcase
        end
    end
endmodule
==> run.sh <==
#!/bin/bash
# OpenROAD 26Q1-2900-gdf79404cd8, Yosys 0.63+post, stock flow scripts
make -C /OpenROAD-flow-scripts/flow DESIGN_CONFIG=/design/flow/config.mk WORK_HOME=/design/flow/orfs finish
==> config.mk <==
export PLATFORM = sky130hd
export DESIGN_NAME = uart_rx
export DESIGN_NICKNAME = uart_rx
export VERILOG_FILES = /design/flow/design.v
export SDC_FILE = /design/flow/constraint.sdc
export NUM_CORES = 4
export LEC_CHECK = 1
export CORE_AREA = 10 10 93 93
export DIE_AREA = 0 0 103 103
==> constraint.sdc <==
current_design uart_rx

set clk_period 3.8
set clk_io_pct 0.2

create_clock -name clk0 -period $clk_period [get_ports {clk}]

set non_clock_inputs [all_inputs -no_clocks]
set_input_delay [expr $clk_period * $clk_io_pct] -clock clk0 $non_clock_inputs
set_output_delay [expr $clk_period * $clk_io_pct] -clock clk0 [all_outputs]
==> impl_results.rst <==
Implementation results
======================

.. list-table::
   :header-rows: 1

   * - Metric
     - Value
   * - Crit path cell chain
     - clkdlybuf4s50_1, o21ai_2, a2111oi_2
   * - Peak supply drop
     - about 0.16 mV
   * - Part of the cycle the worst path needs
     - between 60% and 70%
   * - Max-slew violation count
     - 0
   * - Synth top cell by count
     - sky130_fd_sc_hd__edfxtp_1
   * - Number of warnings the tools reported
     - 25
   * - Worst Path Required
     - 3.71 ns
   * - Worst hold path class
     - reg2reg
   * - Worst-case register-to-register setup slack
     - ~1.9 ns
   * - Vias in the first global route
     - ~660
   * - PD cells
     - between 500 and 600 nW/um^2
   * - Pin count of the biggest net entering global routing
     - 13
   * - H-tree depth reported by CTS
     - 2
   * - Post-layout instance area
     - approximately 1500 um^2
   * - Die height
     - a little over 100 um
   * - Yosys stat cell total
     - about 80
   * - Total Negative Setup Slacks
     - 0 ns
   * - Number of hold violations in the final report
     - 0
   * - Fraction of the yosys area taken by sequential cells
     - a little over 70%
   * - Share of layout cells above drive strength 1
     - between 10 and 15%
   * - Most numerous cell types in the synthesized netlist
     - 23 x sky130_fd_sc_hd__edfxtp_1, 6 x sky130_fd_sc_hd__dfrtp_1, 5 x sky130_fd_sc_hd__o21ai_0
   * - Maximum capacitance violations
     - 0
   * - Number of gates given a new drive strength after cts
     - 0
   * - Number of antenna cells inserted
     - 0
   * - HPWL reported at the end of detailed placement
     - 1355 um
   * - Post-synthesis cell type count
     - 32
   * - Number of CTS-inserted buffers
     - 5
   * - Highest cell delay on the worst timing path
     - between 0.7 and 0.8 ns
   * - Avg Vias per Cell
     - around 4
   * - Placeable core region
     - 6756 um^2
   * - Number of failing setup endpoints in the final timing report
     - 0
   * - Normalized max-slew margin
     - between 60% and 70%
   * - Post-synthesis sequential element count
     - 30
   * - Post-CTS clock slew at the launch and capture registers of the worst setup and hold paths
     - roughly 0.060 ns
   * - Yosys top cell area share
     - 56.62%
   * - Chip Width
     - around 100 um
   * - RSZ-0062 raised after global routing
     - false
   * - Wire length reported by the detailed router
     - between 1500 and 2000 um
   * - Top fanout value on the critical path
     - 10
   * - Setup repair bufs after CTS
     - 0
   * - Number of buffers inserted for hold repair after clock tree synthesis
     - 0
   * - DRC marker count from the first detailed-route iteration
     - around 50
   * - Critical path class
     - in2reg
   * - Switching power total
     - 150.3 uW
   * - Count of yosys warnings during synthesis
     - 1
   * - Number of ports placed on the die boundary
     - 14
   * - TritonRoute pass-1 iters
     - 5
   * - Leakage power figure
     - around 0.52 nW
   * - Count of buffers inserted at the top-level ports
     - 13
   * - Category of the worst setup path launch point
     - primary input
   * - Top cells by area in the synthesized netlist
     - sky130_fd_sc_hd__edfxtp_1 57%, sky130_fd_sc_hd__dfrtp_1 12%, sky130_fd_sc_hd__ha_1 3.1%, sky130_fd_sc_hd__dfstp_2 2.2%, sky130_fd_sc_hd__o21ai_0 2.1%
   * - Max Buffers Root-to-Sink
     - 2
   * - Crit path max-delay cell type
     - sky130_fd_sc_hd__clkdlybuf4s50_1
   * - Wire per inst
     - 10.71 um
   * - Number of flops mapped to enable cells by yosys
     - 23
   * - Slew at the pin closest to its max-slew limit
     - 0.5906 ns
   * - Most area-hungry cell type in the Yosys netlist
     - sky130_fd_sc_hd__edfxtp_1
   * - Maximum clock skew at final layout
     - between 0.005 and 0.006 ns
   * - Switching Share
     - about a fifth
   * - Placed instance area
     - about 1400 um^2
   * - Endpoint type of the worst setup path
     - register
   * - Fraction of the core area occupied by cells at floorplan
     - between 15 and 20%
   * - Clock group share of total power
     - 46.8%
   * - Cells after Synth
     - 80
   * - Fraction of registers with async set or reset after synthesis
     - around a quarter
   * - Combinational fraction of design power
     - 5.1%
   * - Fin Hold WS
     - 0.4002 ns
   * - TritonCTS clock tree
     - done
   * - Syn avg cell area
     - 15.25 um^2
   * - Count of vias placed by the detailed router
     - 703
   * - Yosys-reported design area after synthesis
     - approximately 1200 um^2
   * - Time the final worst path needs with I/O delays and setup
     - ~2.3 ns
   * - Initial antenna violation count
     - 0
   * - Part of the power in registers
     - between 40 and 50%
   * - Residual DRC count
     - 0
   * - Global-route wire length before repair
     - 3174 um
   * - Clk sink count
     - 30
   * - Internal power consumption
     - 648.1 uW
   * - Signed area change from the synthesized netlist to the final layout
     - 26.87%
   * - Congestion Overflow GR
     - 0
   * - Critical path data arrival time
     - 2.22 ns
   * - Predominant post-synthesis flop cell
     - sky130_fd_sc_hd__edfxtp_1
   * - Cell Area, Synth
     - ~1200 um^2
   * - Full die area
     - roughly 11000 um^2
   * - Clock insertion delay at the later pin of the skew report
     - about 0.28 ns
   * - Number of rows created at floorplan
     - 30
   * - Count of nets left with antenna violations after detail routing
     - 0
   * - Fmax
     - 434.6 MHz
   * - Routability Congestion
     - 0.7775
   * - Clock Root Buffer
     - sky130_fd_sc_hd__clkbuf_8
   * - Total routing resource utilization after global routing
     - 3.769%
   * - Run status
     - finished, final reports clean
## stage by stage
stage	total power [mW]	setup slack, ns	cells	utilization, %
finish	0.7985	1.499	177	22.91
global route	0.8280	1.431	177	22.91
CTS	0.8078	1.501	177	22.91
detailed placement	0.4312	1.208	169	20.94
global placement	0.4318	1.249	169	20.94
floorplan	0.4121	2.108	80	-
## path summary, 6_finish.rpt
check                              start            end  cells past startpoint
max in group asynchronous          rst_n       state[0]                      1
hold / removal                  state[1]        rx_done                      0
hold reg to reg                 state[1]        rx_done                      0
setup reg to reg           s_tick_cnt[0]  s_tick_cnt[1]                      4
min in group asynchronous          rst_n       state[4]                      1
setup / recovery                   rst_n  s_tick_cnt[1]                      3
## metal layers
metal | vias up | routed length (um) | GRT usage (%) | share of wire, %
li1 | 324 | - | - | -
met1 | 343 | 806 | 4.581 | 43
met2 | 32 | 811 | 5.656 | 43
met3 | 4 | 249 | 2.437 | 13
met4 | 0 | 27 | 0.5348 | 1.4
met5 | - | 0 | 0 | 0
## power by group through the flow
stage                 logic [mW]  registers (mW)  clock network [mW]
after CTS                 0.0410           0.384               0.383
after global routing      0.0448           0.386               0.397
final                     0.0405           0.385               0.373
## worst max-delay path: cells and delay by family
kind / cells / cell delay (ns)
AND-OR/OR-AND: 2 / 0.74
buffers and inverters: 1 / 0.72
## cells in the final DEF, fill, tap and decap left out
cell type,count
sky130_fd_sc_hd__mux2i_1,1
sky130_fd_sc_hd__a21oi_1,3
sky130_fd_sc_hd__a41oi_1,1
sky130_fd_sc_hd__nand4bb_1,1
sky130_fd_sc_hd__and4_4,1
sky130_fd_sc_hd__dfstp_2,1
sky130_fd_sc_hd__a31oi_1,1
sky130_fd_sc_hd__and3_1,1
sky130_fd_sc_hd__edfxtp_1,23
sky130_fd_sc_hd__nand3_1,4
sky130_fd_sc_hd__or2_1,1
sky130_fd_sc_hd__nor2b_1,2
sky130_fd_sc_hd__bufinv_16,2
sky130_fd_sc_hd__xor2_1,1
sky130_fd_sc_hd__nor2_4,1
sky130_fd_sc_hd__o21ai_2,1
sky130_fd_sc_hd__clkinv_1,1
sky130_fd_sc_hd__a2111oi_2,1
sky130_fd_sc_hd__clkbuf_8,5
sky130_fd_sc_hd__nand2_1,1
sky130_fd_sc_hd__a21o_1,1
sky130_fd_sc_hd__nor2_1,2
sky130_fd_sc_hd__and2_4,1
sky130_fd_sc_hd__nand4b_1,1
sky130_fd_sc_hd__dfrtp_1,6
sky130_fd_sc_hd__ha_1,3
sky130_fd_sc_hd__inv_1,4
sky130_fd_sc_hd__clkdlybuf4s50_1,13
sky130_fd_sc_hd__nor3_1,2
sky130_fd_sc_hd__xnor2_1,1
sky130_fd_sc_hd__o21ai_0,5
sky130_fd_sc_hd__and2_1,3
sky130_fd_sc_hd__nor3b_1,2
## cells by family after synthesis
kind of cell | Yosys count | synth area share (%)
flops | 30 | 71.08
compound gates | 13 | 7.077
simple gates | 23 | 12.41
mux | 1 | 0.8205
buf+inv | 8 | 4.102
xor+xnor | 2 | 1.436
fa+ha+maj | 3 | 3.077
## cell type report
| cell class | count | area, um^2 |
|---|---|---|
| multi-input combinational | 42 | 302.8 |
| fill | 698 | 5209 |
| clock buffer | 5 | 68.82 |
| inverter | 4 | 15.01 |
| clock inverter | 3 | 63.81 |
| sequential | 30 | 867.1 |
| tap | 80 | 100.1 |
| timing repair buffer | 13 | 130.1 |
Power and IR drop assume default switching activity.
