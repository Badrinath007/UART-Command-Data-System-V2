`flow/run.sh`:
```
#!/bin/bash
# OpenROAD 26Q1-2900-gdf79404cd8, Yosys 0.63+post, stock flow scripts
make -C /OpenROAD-flow-scripts/flow DESIGN_CONFIG=/design/flow/config.mk WORK_HOME=/design/flow/orfs finish
```
`flow/config.mk`:
```
export PLATFORM = sky130hd
export DESIGN_NAME = fifo
export DESIGN_NICKNAME = fifo
export VERILOG_FILES = /design/flow/design.v
export SDC_FILE = /design/flow/constraint.sdc
export NUM_CORES = 4
export LEC_CHECK = 1
export CORE_UTILIZATION = 30
```
`flow/constraint.sdc`:
```
current_design fifo

set clk_period 4.2
set clk_io_pct 0.2

create_clock -name clk0 -period $clk_period [get_ports {clk}]

set non_clock_inputs [all_inputs -no_clocks]
set_input_delay [expr $clk_period * $clk_io_pct] -clock clk0 $non_clock_inputs
set_output_delay [expr $clk_period * $clk_io_pct] -clock clk0 [all_outputs]
```
`flow/design.v`:
```
module fifo #(
    parameter DATA_WIDTH = 8,
    parameter FIFO_DEPTH = 16
)(
    input  wire                    clk,
    input  wire                    rst_n,
    input  wire                    wr_en,
    input  wire [DATA_WIDTH-1:0]   wr_data,
    input  wire                    rd_en,
    output wire [DATA_WIDTH-1:0]   rd_data,
    output wire                    full,
    output wire                    empty,
    output wire                    almost_full,
    output wire                    almost_empty,
    output wire [$clog2(FIFO_DEPTH):0]  data_count
);
    localparam ADDR_WIDTH = $clog2(FIFO_DEPTH);
    reg [DATA_WIDTH-1:0] memory [0:FIFO_DEPTH-1];
	 reg [DATA_WIDTH-1:0] mem [0:FIFO_DEPTH-1];
    reg [ADDR_WIDTH:0] rd_ptr;
    reg [ADDR_WIDTH:0] wr_ptr;
    always @(posedge clk or negedge rst_n) begin
        if (!rst_n)
            wr_ptr <= 0;
        else if (wr_en && !full)
            wr_ptr <= wr_ptr + 1'b1;
    end
    always @(posedge clk or negedge rst_n) begin
        if (!rst_n)
            rd_ptr <= 0;
        else if (rd_en && !empty)
            rd_ptr <= rd_ptr + 1'b1;
    end
    always @(posedge clk) begin
        if (wr_en && !full)
            memory[wr_ptr[ADDR_WIDTH-1:0]] <= wr_data;
    end
    integer i;
    initial begin
        for (i = 0; i < FIFO_DEPTH; i = i + 1) begin
            mem[i] = {DATA_WIDTH{1'b0}};
        end
    end
    assign rd_data = memory[rd_ptr[ADDR_WIDTH-1:0]];
    assign empty = (wr_ptr == rd_ptr);
    assign full  = (wr_ptr[ADDR_WIDTH-1:0] == rd_ptr[ADDR_WIDTH-1:0]) &&
                   (wr_ptr[ADDR_WIDTH] != rd_ptr[ADDR_WIDTH]);
    assign data_count = wr_ptr - rd_ptr;
    assign almost_full  = (data_count >= FIFO_DEPTH-1);
    assign almost_empty = (data_count <= 1);
endmodule
```
==> results_tabular.tex <==
% Yosys + OpenROAD metrics
\begin{tabular}{lr}
\hline
Metric & Value \\
\hline
\multicolumn{2}{l}{\textbf{Finish}} \\
\quad FF/Latch Area & 4100 sq um \\
\quad Area grow syn2layout & 18.9\% \\
\quad Share of cells above drive strength 1 & 0.155 \\
\quad Area occupied by multi-input gates & 1460 sq um \\
\quad Filler instances & 1,679 \\
\quad Tally of non-filler cells in the final layout & 589 \\
\multicolumn{2}{l}{\textbf{Flow run}} \\
\quad Number of warning messages in the logs & 28 \\
\quad Max-capacitance violation count & 0 \\
\multicolumn{2}{l}{\textbf{Synth}} \\
\quad Netlist area before placement & 5710 sq um \\
\quad YS chip area & 5710 sq um \\
\quad Count of mapped cells out of synthesis & 304 \\
\quad Share of the synthesized area in the top cell type & 0.674 \\
\quad Most used standard cells in the synthesized netlist & sky130\_fd\_sc\_hd\_\_edfxtp\_1 (128), sky130\_fd\_sc\_hd\_\_mux2i\_1 (24), sky130\_fd\_sc\_hd\_\_mux4\_2 (17) \\
\quad Seq cells post-synth & 138 \\
\quad Number of synthesized flops with an enable pin & 128 \\
\quad Top cell type by instance count after synthesis & sky130\_fd\_sc\_hd\_\_edfxtp\_1 \\
\quad Async SR Flop Fraction & 0.0725 \\
\quad Commonest register cell after synthesis & sky130\_fd\_sc\_hd\_\_edfxtp\_1 \\
\quad Synth Seq Share & 0.717 \\
\quad Per-instance average area after synthesis & 18.8 sq um \\
\quad Count of different cell masters after synthesis & 33 \\
\quad Most area-hungry cell type in the Yosys netlist & sky130\_fd\_sc\_hd\_\_edfxtp\_1 \\
\quad Synth Warn \# & 1 \\
\quad Count of instantiated cells in the yosys netlist & 304 \\
\quad Leading post-synthesis cells by cell area & sky130\_fd\_sc\_hd\_\_edfxtp\_1 (67\%), sky130\_fd\_sc\_hd\_\_mux4\_2 (6.7\%), sky130\_fd\_sc\_hd\_\_dfrtp\_1 (4.4\%), sky130\_fd\_sc\_hd\_\_mux2i\_1 (4.2\%), sky130\_fd\_sc\_hd\_\_mux4\_1 (3.2\%) \\
\multicolumn{2}{l}{\textbf{Final timing}} \\
\quad Post-layout period usage & 0.886 \\
\quad Setup violation total in the final timing report & 0 \\
\quad Shortest period the worst path allows & 3.72 ns \\
\quad Slew Limit Fails & 0 \\
\quad Pin slew with the least headroom to its limit & 0.886 ns \\
\quad Final hold viol count & 0 \\
\quad Unrepaired setup endpoints after global routing & no \\
\quad Setup skew after layout & 0.00705 ns \\
\quad Worst slew margin relative to its limit & 0.407 \\
\quad Highest attainable clock frequency & 269 MHz \\
\quad Setup TNS after final layout & 0 ns \\
\multicolumn{2}{l}{\textbf{Clock tree}} \\
\quad CTS tree & done \\
\quad Clock transition time at the flip-flop clock pins of the worst setup and hold paths & 0.06 ns \\
\quad Clock Path Buffers & 2 \\
\quad Sink count of the clock tree & 138 \\
\quad CTS-repair resized insts & 0 \\
\quad Clock root buffer master & sky130\_fd\_sc\_hd\_\_clkbuf\_16 \\
\quad Number of hold buffers added after cts & 0 \\
\quad Count of H-tree levels built during CTS & 4 \\
\quad CTS Buf Count & 17 \\
\quad Clk ins delay skew pair & 0.41 ns \\
\quad Post-CTS setup-driven buffer insertion count & 0 \\
\multicolumn{2}{l}{\textbf{Floorplan}} \\
\quad Floorplan die width & 140 um \\
\quad Row count & 50 \\
\quad Die outline height & 140 um \\
\quad I/O pin count & 29 \\
\quad Floorplan-stage core utilization & 0.305 \\
\quad Die outline area & 19,600 sq um \\
\quad Core Footprint & 18,700 sq um \\
\multicolumn{2}{l}{\textbf{Setup path}} \\
\quad Dominant delay contributor by cell family on the critical path & buffers and inverters \\
\quad Cell chain of the critical path & inv\_1 -> ha\_1 -> or3\_4 -> a2111oi\_2 -> clkdlybuf4s50\_1 \\
\quad Longest individual stage delay on the worst path & 0.56 ns \\
\quad Sort of element at the end of the critical path & output port \\
\quad Max stage delay cell, worst path & sky130\_fd\_sc\_hd\_\_dfrtp\_1 \\
\quad R2R depth & 6 \\
\quad Sort of element at the start of the critical path & flip-flop \\
\quad Worst Setup Path Type & flip-flop to output port \\
\quad Crit Path Max Fanout & 11 \\
\quad Reg2Reg Setup Slack & 1.20 ns \\
\quad Crit path required time & 3.36 ns \\
\quad Crit path DAT & 2.88 ns \\
\quad Bufs and invs on worst path & 2 \\
\quad Reg-to-Reg End & memory[5][1] \\
\quad R2R Path Start & rd\_ptr[3] \\
\multicolumn{2}{l}{\textbf{Detailed routing}} \\
\quad Antenna cells & 0 \\
\quad Number of nets with antenna violations after routing & 0 \\
\quad Overall routed net length & 11,200 um \\
\quad Routed len/inst & 19.0 um \\
\quad Total number of vias & 2,835 \\
\quad Number of iterations in the first detailed-routing pass & 4 \\
\quad DRC violation total after the first TritonRoute iteration & 154 \\
\quad Via-to-Cell Ratio & 4.81 \\
\quad Detailed-route DRC error count & 0 \\
\multicolumn{2}{l}{\textbf{Placed design}} \\
\quad Half-perimeter wire length of the detailed placement result & 7220 um \\
\quad \# port buffers & 28 \\
\quad Routability congestion estimate from global placement & 0.841 \\
\quad Number of placed instances, taps included & 557 \\
\multicolumn{2}{l}{\textbf{Global routing}} \\
\quad Global-route wire length before repair & 17,500 um \\
\quad Initial antenna violation count & 0 \\
\quad Number of global-route vias before repair & 3,037 \\
\quad Pin count of the biggest net entering global routing & 44 \\
\quad Grt ovf & 0 \\
\quad Overall global routing resource usage & 0.128 \\
\multicolumn{2}{l}{\textbf{Min path}} \\
\quad Cell depth of the worst min-delay path & 1 \\
\quad Hold Crit Start & rd\_ptr[4] \\
\quad Hold/Removal Path Class & flip-flop to flip-flop \\
\quad Endpoint, Worst Hold & rd\_ptr[4] \\
\multicolumn{2}{l}{\textbf{Status}} \\
\quad Status & finished, final reports clean \\
\multicolumn{2}{l}{\textbf{Power and ir drop}} \\
\quad Leakage power summed over all cells & 2.27 nW \\
\quad Peak supply drop & 0.271 mV \\
\quad Total Power & 4.93 mW \\
\quad Power density over cell area & 727 nW/um\^{}2 \\
\hline
\end{tabular}
-- final cells by class --
type | instances | share of cell area
Inverter | 8 | 0.00443
Clock inverter | 14 | 0.0194
Timing Repair Buffer | 35 | 0.0509
Multi-Input combinational cell | 142 | 0.215
Clock buffer | 18 | 0.0633
Tap cell | 234 | 0.0432
Sequential cell | 138 | 0.604
-- worst register-to-register path: cells and delay by family, from the launching register on --
kind	cells	cell delay (ns)
compound gates	1	0.32
fa+ha+maj	1	0.40
simple gates	3	1.09
flops	1	0.56
buf+inv	1	0.25
-- per-layer routing --
metal	routed length (um)	GRT usage	part of all wire	vias up
met4	159	0.0197	0.014	0
met1	4530	0.170	0.41	1416
met5	0	0	0	-
li1	-	-	-	1293
met2	5480	0.201	0.49	112
met3	999	0.0623	0.089	14
-- layout by cell type, fill, tap and decap left out, types with 2 or more instances in the layout --
cell type	netlist	routed
sky130_fd_sc_hd__clkinv_1	0	4
sky130_fd_sc_hd__clkinv_2	0	2
sky130_fd_sc_hd__bufinv_16	0	2
sky130_fd_sc_hd__nor2b_1	3	3
sky130_fd_sc_hd__xnor2_1	9	9
sky130_fd_sc_hd__mux4_2	17	17
sky130_fd_sc_hd__o21ai_0	9	9
sky130_fd_sc_hd__xor2_1	3	3
sky130_fd_sc_hd__dfrtp_1	10	9
sky130_fd_sc_hd__nor2_1	13	13
sky130_fd_sc_hd__nand4_1	4	4
sky130_fd_sc_hd__clkbuf_16	0	17
sky130_fd_sc_hd__nand2b_1	2	2
sky130_fd_sc_hd__o21a_1	3	3
sky130_fd_sc_hd__edfxtp_1	128	128
sky130_fd_sc_hd__and2_1	2	2
sky130_fd_sc_hd__nand2_1	8	8
sky130_fd_sc_hd__clkdlybuf4s50_1	0	28
sky130_fd_sc_hd__mux2i_1	24	24
sky130_fd_sc_hd__nor3_1	4	4
sky130_fd_sc_hd__clkinvlp_4	0	5
sky130_fd_sc_hd__a221oi_1	7	7
sky130_fd_sc_hd__mux4_1	7	7
sky130_fd_sc_hd__ha_1	9	9
sky130_fd_sc_hd__buf_4	0	6
sky130_fd_sc_hd__inv_1	8	8
sky130_fd_sc_hd__o21ai_1	10	10
-- sequential cells by signal, indices dropped and copies added (netlist names) --
register / flops
memory: 128
rd_ptr: 5
wr_ptr: 5
-- stage by stage --
stage	hold slack [ns]	instance area [sq um]	worst slack, ns	util
after floorplan	0.502	5710	1.26	-
after global placement	0.524	6220	0.923	0.333
after detailed placement	0.542	6220	0.892	0.333
after CTS	0.549	6780	0.455	0.363
after global routing	0.580	6780	0.299	0.363
final	0.548	6780	0.480	0.363
-- how the worst max path moves through the flow --
| stage | depth (start not counted) | to | from |
|---|---|---|---|
| final | 5 | almost_empty | rd_ptr[3] |
| after global routing | 9 | almost_empty | wr_ptr[0] |
| after CTS | 9 | almost_empty | wr_ptr[0] |
-- cell families after synthesis --
| family | count (synthesis) | share of synthesized area |
|---|---|---|
| AND/OR/NAND/NOR | 38 | 0.0322 |
| multiplexers | 48 | 0.141 |
| AND-OR/OR-AND | 34 | 0.0406 |
| flip-flops | 138 | 0.717 |
| buffers and inverters | 24 | 0.0267 |
| adder cells (fa/ha/maj) | 10 | 0.0232 |
| XOR/XNOR | 12 | 0.0184 |
-- power by group --
group | internal (mW) | switching [mW]
Combinational | 0.911 | 0.847
Clock | 0.862 | 0.525
Sequential | 1.68 | 0.104
Power and IR drop assume default switching activity.
