File: run.sh
#!/bin/bash
# OpenROAD 26Q1-2900-gdf79404cd8, Yosys 0.63+post, stock flow scripts
make -C /OpenROAD-flow-scripts/flow DESIGN_CONFIG=/design/flow/config.mk WORK_HOME=/design/flow/orfs finish
File: config.mk
export PLATFORM = sky130hd
export DESIGN_NAME = uart_tx_fixed
export DESIGN_NICKNAME = uart_tx_fixed
export VERILOG_FILES = /design/flow/design.v
export SDC_FILE = /design/flow/constraint.sdc
export NUM_CORES = 4
export LEC_CHECK = 1
export CORE_AREA = 10 10 112 112
export DIE_AREA = 0 0 122 122
File: constraint.sdc
current_design uart_tx_fixed

set clk_period 4.2
set clk_io_pct 0.2

create_clock -name clk0 -period $clk_period [get_ports {clk}]

set non_clock_inputs [all_inputs -no_clocks]
set_input_delay [expr $clk_period * $clk_io_pct] -clock clk0 $non_clock_inputs
set_output_delay [expr $clk_period * $clk_io_pct] -clock clk0 [all_outputs]
File: design.v
module uart_tx_fixed (
    input  wire       clk,
    input  wire       rst_n,
    input  wire       tx_start,   
    input  wire       s_tick,     
    input  wire [7:0] tx_data,
    output reg        tx,
    output reg        tx_busy,
    output reg        tx_done
);
    localparam [1:0]
        IDLE  = 2'b00,
        START = 2'b01,
        DATA  = 2'b10,
        STOP  = 2'b11;
    reg [1:0]  state;
    reg [3:0]  s_tick_cnt;   
    reg [2:0]  bit_cnt;      
    reg [7:0]  shift_reg;
    always @(posedge clk or negedge rst_n) begin
        if (!rst_n) begin
            state      <= IDLE;
            s_tick_cnt <= 4'd0;
            bit_cnt    <= 3'd0;
            shift_reg  <= 8'h00;
            tx         <= 1'b1;    
            tx_busy    <= 1'b0;
            tx_done    <= 1'b0;
        end else begin
            tx_done <= 1'b0;  
            case (state)
                IDLE: begin
                    tx         <= 1'b1;
                    tx_busy    <= 1'b0;
                    s_tick_cnt <= 4'd0;
                    bit_cnt    <= 3'd0;
                    if (tx_start) begin
                        tx        <= 1'b0;     
                        tx_busy   <= 1'b1;
                        shift_reg <= tx_data;  
                        state     <= START;
                    end
                end
                START: begin
                    tx <= 1'b0;   
                    if (s_tick) begin
                        if (s_tick_cnt == 4'd15) begin
                            s_tick_cnt <= 4'd0;
                            tx         <= shift_reg[0];  
                            state      <= DATA;
                        end else begin
                            s_tick_cnt <= s_tick_cnt + 1'b1;
                        end
                    end
                end
                DATA: begin
                    if (s_tick) begin
                        if (s_tick_cnt == 4'd15) begin
                            s_tick_cnt <= 4'd0;
                            if (bit_cnt == 3'd7) begin
                                bit_cnt <= 3'd0;
                                tx      <= 1'b1;  
                                state   <= STOP;
                            end else begin
                                bit_cnt   <= bit_cnt + 1'b1;
                                shift_reg <= {1'b0, shift_reg[7:1]};
                                tx        <= shift_reg[1];  
                            end
                        end else begin
                            s_tick_cnt <= s_tick_cnt + 1'b1;
                            tx         <= shift_reg[0];  
                        end
                    end
                end
                STOP: begin
                    tx <= 1'b1;   
                    if (s_tick) begin
                        if (s_tick_cnt == 4'd15) begin
                            s_tick_cnt <= 4'd0;
                            tx_done    <= 1'b1;  
                            tx_busy    <= 1'b0;
                            state      <= IDLE;
                        end else begin
                            s_tick_cnt <= s_tick_cnt + 1'b1;
                        end
                    end
                end
                default: state <= IDLE;
            endcase
        end
    end
endmodule
==> flow_metrics.py <==
# Flow results
metrics = {
    "status": {
        "status": "finished clean",
    },
    "cts": {
        "clock_sinks": 22,
        "clock_tree.root_cell": "clkbuf_8",
        "clk_pin_slew_worst_paths_ps": 80,
        "clk_latency_ps": 260,
        "cts_hold_buf": 0,
        "clock_path_buffers": 2,
        "numCtsBuffers": 3,
        "postCtsSetupRepairBufs": 0,
        "post_cts_resized": 0,
        "cts_tree": "done",
        "htree_levels": 1,
    },
    "setup_path": {
        "worst-setup-path-type": "primary input to flop",
        "r2r_cells": 5,
        "worst_ep_required_time_ps": 4330,
        "r2r-end": "shift_reg[7]$_DFFE_PN0P_",
        "regToRegSetupSlack_ps": 2470,
        "path_cells": "clkdlybuf4s50_1 -> nand4_2 -> nor2_4 -> o21ai_0 -> o2bb2ai_1",
        "crit_fanout": 9,
        "max_stage_delay_ps": 640,
        "reg2reg_from": "s_tick_cnt[0]$_DFFE_PN0P_",
        "critPathCaptureType": "flop",
        "slowest_stage": "clkdlybuf4s50_1",
        "arrival_ps": 2310,
        "worst_setup_path_start_kind": "primary input",
    },
    "power_and_ir_drop": {
        "netSwitchingPower_uw": 310.4,
        "power_density_mw_per_mm2": 553.5,
        "clockPowerShare": 0.181,
        "max-vdd-ir-drop_v": 0.0002032,
        "pwr-share-seq": 0.474,
        "p_int_uw": 538.0,
        "switching_share": 0.3658,
        "p_leak_nw": 0.5676,
        "combPwrFrac": 0.345,
    },
    "sta": {
        "finalSetupViolCount": 0,
        "relSlewSlack": 0.5712,
        "drv_slew": 0,
        "period_used_share": 0.5198,
        "min_period_ps": 2183,
        "hold_slack_ps": 481.6,
        "max_slew.worst_pin.slew_ps": 643.2,
        "fmax_mhz": 458.0,
        "hold_viol": 0,
        "rsz0062_at_grt": "false",
        "finalSetupTns_ps": 0,
        "fin_worst_skew_ps": 1.340,
    },
    "cells_and_area": {
        "largest_register_ffs": 8,
        "lay_top_cells": "dfrtp_1 (20), o22ai_1 (15), clkdlybuf4s50_1 (14)",
        "lay_top_count": "dfrtp_1",
        "area_growth_pct": 25.51,
        "layout-drive-gt1-share": 0.1194,
        "fillers": 1128,
        "final_cells": 270,
        "finalCoreUtilization": 0.1498,
    },
    "yosys": {
        "yosysChipArea_mm2": 0.001221,
        "ys.flops": 22,
        "syn_inst": 124,
        "ys_warn_count": 1,
        "syn_area_per_cell_um2": 9.848,
        "ys_types": 37,
        "ys_seq_frac": 0.4529,
        "synth_stat.cells": 124,
        "syn_area_mm2": 0.001221,
    },
    "floorplan": {
        "die_h_um": 122,
        "core_mm2": 0.01023,
        "std_cell_rows": 37,
        "die_w_um": 122,
        "initial_core_util": 0.1194,
        "die_area_mm2": 0.01488,
        "boundaryPins": 15,
    },
    "min_path": {
        "holdPathEnd": "tx$_DFFE_PN1P_",
        "hold-path-cell-count": 2,
        "hold_path_class": "flop to flop",
        "min_from": "tx$_DFFE_PN1P_",
    },
    "drt": {
        "post-route-drc-count": 0,
        "insertedDiodeCount": 0,
        "wl_per_cell_um": 10.62,
        "first_iter_violations": 51,
        "vias_per_cell": 3.696,
        "drt_first_pass_iters": 4,
        "num_vias": 998,
        "drt_wl_total_mm": 2.868,
        "ant_nets": 0,
    },
    "global_routing": {
        "grt_max_degree": 23,
        "grt.overflow.total": 0,
        "grt_pass1_vias": 952,
        "track_usage": 0.03978,
        "antenna_found_initial": 0,
        "grt_pass1_wl_mm": 4.850,
    },
    "flow_run": {
        "cap_violations": 0,
        "log.warning_count": 25,
    },
    "place": {
        "io_buffers": 14,
        "place_congestion": 0.8046,
        "dp.final_hpwl_mm": 2.085,
        "placed_cells": 266,
    },
}
[stage by stage]
stage | setup WS (ps) | power, mW | area [µm²]
2_1_floorplan | 2419 | 0.6282 | 1221
3_3_place_gp | 1756 | 0.6926 | 1478
3_5_place_dp | 1740 | 0.6956 | 1478
4_1_cts | 2014 | 0.8496 | 1533
5_1_grt | 1917 | 0.9169 | 1533
6_report | 2017 | 0.8484 | 1533
[cell type report]
class | count | area [µm²] | share of cell area
Multi-Input combinational cell | 91 | 599.3 | 0.3910
Tap cell | 136 | 170.2 | 0.1110
Sequential cell | 22 | 553.0 | 0.3608
Clock buffer | 4 | 55.05 | 0.03592
Timing Repair Buffer | 15 | 147.6 | 0.09633
Inverter | 2 | 7.507 | 0.004898
[power groups by stage]
stage | clock network [mW] | registers, mW | logic (mW)
after CTS | 0.155 | 0.401 | 0.294
after global routing | 0.165 | 0.422 | 0.330
final | 0.153 | 0.403 | 0.293
[routing by layer]
| layer | up-vias | GRT usage | wire (µm) |
|---|---|---|---|
| li1 | 495 | - | - |
| met1 | 472 | 0.05872 | 1436 |
| met2 | 29 | 0.05485 | 1196 |
| met3 | 2 | 0.01831 | 231 |
| met4 | 0 | 0.0007452 | 4 |
| met5 | - | 0 | 0 |
[cells in the mapped netlist (all sizes together)]
library cell  number  area share
and4               1      0.0092
dfstp              2       0.043
a31oi              3       0.015
a221o              1      0.0082
o21ai              7       0.029
and2               1      0.0061
a32o               2       0.018
o21bai             1      0.0061
nand2             12       0.037
nor2               5       0.022
o311ai             1      0.0072
a311oi             1      0.0072
nand2b             2       0.010
mux2i              2       0.016
buf                6       0.041
nand3              3       0.012
a21boi             1      0.0061
a21o               1      0.0061
o2bb2ai            1      0.0072
o31ai              1      0.0061
inv                2      0.0061
nor2b              1      0.0051
clkbuf             3      0.0092
o22a               7       0.050
or3                2       0.014
nand3b             1      0.0092
o22ai             15       0.077
dfrtp             20        0.41
a21oi             12       0.049
nand4              1       0.010
ha                 3       0.031
nor3               2      0.0082
a31o               1      0.0072
[critical path, delay by kind of cell]
family          cells  cell delay, ps
simple gates        2             560
compound gates      2             270
buf+inv             1             640
[worst max-delay path by stage]
stage      start                       end  slack, ps  cells past startpoint
4_1_cts   s_tick  shift_reg[7]$_DFFE_PN0P_       2010                      5
5_1_grt   s_tick  shift_reg[7]$_DFFE_PN0P_       1920                      5
6_report  s_tick  shift_reg[7]$_DFFE_PN0P_       2020                      5
[cells by family after synthesis]
| kind of cell | share of synthesized area |
|---|---|
| and+or+nand+nor | 0.1434 |
| DFF | 0.4529 |
| adders and majority gates | 0.03074 |
| buffers and inverters | 0.05635 |
| muxes | 0.01639 |
| AOI/OAI and AO/OA | 0.3002 |
Power and IR drop assume default switching activity.
